### run.sh
#!/bin/bash
# OpenROAD 26Q1-2900-gdf79404cd8, Yosys 0.63+post, stock flow scripts
make -C /OpenROAD-flow-scripts/flow DESIGN_CONFIG=/design/flow/config.mk WORK_HOME=/design/flow/orfs finish
### config.mk
export PLATFORM = sky130hd
export DESIGN_NAME = MUXnumero
export DESIGN_NICKNAME = MUXnumero
export VERILOG_FILES = /design/flow/design.v
export SDC_FILE = /design/flow/constraint.sdc
export NUM_CORES = 4
export LEC_CHECK = 1
export CORE_AREA = 10 10 70 70
export DIE_AREA = 0 0 80 80
### constraint.sdc
current_design MUXnumero

set clk_period 1.0
set clk_io_pct 0.2

create_clock -name clk0 -period $clk_period

set non_clock_inputs [all_inputs -no_clocks]
set_input_delay [expr $clk_period * $clk_io_pct] -clock clk0 $non_clock_inputs
set_output_delay [expr $clk_period * $clk_io_pct] -clock clk0 [all_outputs]
### design.v
`timescale 1ns / 1ps
module MUXnumero(En,numeroC,numeroF,numero);
input [9:0] numeroC,numeroF;
input En;
output reg [9:0] numero;
	always @(En or numeroC or numeroF)
		case (En)
			1'b0: numero <= numeroF;
			1'b1: numero <= numeroC;
	endcase	
endmodule
==> results.sh <==
# physical design summary
export IMPL_status="finished, violations left"
export IMPL_violations="setup timing"
export IMPL_mux_share_pct=93.0
export IMPL_cts_setup_buffers=0
export IMPL_finalHoldViolations=0
export IMPL_dpl_cell_area_um2=538
export IMPL_leakagePower_nw=0.273
export IMPL_wl_um=991
export IMPL_syn_avg_cell_area_um2=14.7
export IMPL_max_stage_delay_ns=0.30
export IMPL_fp_dieH_um=80
export IMPL_fp_util_pct=4.73
export IMPL_finalSetupTns_ns=-0.424
export IMPL_worstHoldPathType="in -> out"
export IMPL_synthXorXnorAreaFrac_pct=0
export IMPL_detail_route_iter0_violations=1
export IMPL_slowest_stage="mux2_4"
export IMPL_crit_required_ns=0.80
export IMPL_synth_seq_area_share_pct=0
export IMPL_ys_cells=11
export IMPL_timing_hold_ws_ns=0.792
export IMPL_setup_slack_ns=-0.0483
export IMPL_seq_cells=0
export IMPL_critPathKind="in -> out"
export IMPL_grt_pass1_vias=239
export IMPL_ys_types=2
export IMPL_tool_warnings=34
export IMPL_via_per_inst=2.39
export IMPL_grt_overflow=0
export IMPL_rsz0062_at_grt="true"
export IMPL_setup_viol_count_final=10
export IMPL_startpoint_type="input port"
export IMPL_synth_area_um2=161
export IMPL_core_rowCount=21
export IMPL_finalCriticalPeriod_ns=1.05
export IMPL_routabilityCongestion=0.665
export IMPL_holdPathEnd="numero[5]"
export IMPL_cp_max_fo=5
export IMPL_die_area_um2=6400
export IMPL_critPathCaptureType="primary output"
export IMPL_pre_cts_ws_ns=-0.829
export IMPL_final_seq_area_um2=0
export IMPL_ys_top_logic_family="multiplexers"
export IMPL_powerDensity_nw_per_um2=373
export IMPL_cp_arrival_ns=0.85
export IMPL_crit_buf_inv=3
export IMPL_crit_chain="buf_8, buf_12, mux2_4, buf_6"
export IMPL_first_pass_iters=2
export IMPL_grt_max_degree=6
export IMPL_drv_slew=0
export IMPL_syn_inst=11
export IMPL_vias=213
export IMPL_grt_antenna_before_repair=0
export IMPL_ios=31
export IMPL_worstHoldStart="numeroC[5]"
export IMPL_yosysChipArea_um2=161
export IMPL_ys_warn_count=1
export IMPL_grt_pass1_wl_mm=1.37
export IMPL_drc=0
export IMPL_max_freq_ghz=0.954
export IMPL_final_util_pct=16.0
export IMPL_tightest_slew_ns=0.0579
export IMPL_grtUsageTotal_pct=2.79
export IMPL_fin_area_um2=546
export IMPL_slew_headroom_pct=96.1
export IMPL_min_path_cells=3
export IMPL_synthAdderAreaFrac_pct=0
export IMPL_cap_viol_max_count=0
export IMPL_cp_top_family="buffers and inverters"
export IMPL_n_clock_buffer=0
export IMPL_die_x_um=80
export IMPL_ys_sh_aoi_pct=0
export IMPL_detail_route_wl_per_cell_um=11.1
export IMPL_layout_area_overhead_vs_synth_pct=238
export IMPL_drive_above_1_share_pct=53.5
export IMPL_finalClockPeriodUsage_pct=105
export IMPL_core_area_um2=3420
export IMPL_simple_gate_share_pct=0
export IMPL_portBuffers=31
export IMPL_antenna_left=0
export IMPL_n_antenna_cell=0
export IMPL_ir_drop_mv=0.0963
power by group:
part | switching (mW) | total (mW) | internal [mW]
clock | 0 | 0 | 0
sequential | 0 | 0 | 0
combinational | 0.0462 | 0.204 | 0.157
what timing repair did:
action	in CTS	in global routing
pin swaps	0	0
hold buffers	0	0
gates cloned	1	0
resized	68	1
endpoints found under the setup margin	10	10
routing by layer:
layer	vias up	share of wire, %	GRT usage [%]
met5	-	0	0
met1	85	48	4.09
met2	21	38	3.77
li1	107	-	-
met4	0	0	0
met3	0	14	1.36
worst max-delay path by stage:
stage | end | startpoint | depth (start not counted) | slack (ns)
4_1_cts | numero[2] | En | 4 | -0.06
5_1_grt | numero[7] | En | 4 | -0.06
6_report | numero[2] | En | 4 | -0.05
synthesized netlist by cell type:
master  number  share of area, %
buf_6        1               7.0
mux2_4      10                93
placed cells by master, fill, tap and decap left out:
| master | count |
|---|---|
| buf_16 | 1 |
| buf_8 | 1 |
| buf_2 | 2 |
| buf_6 | 8 |
| mux2_4 | 10 |
| dlygate4sd2_1 | 20 |
| buf_12 | 1 |
metrics by stage:
step / power, mW / std cells
2_1_floorplan: 0.0598 / 11
3_5_place_dp: 0.219 / 88
4_1_cts: 0.207 / 89
3_3_place_gp: 0.217 / 88
5_1_grt: 0.220 / 89
6_report: 0.204 / 89
cell type report:
cell class / count / area, um^2
Multi-Input combinational cell: 10 / 150
Tap cell: 46 / 57.6
Fill cell: 396 / 2870
Timing Repair Buffer: 33 / 338
cells by family after synthesis:
| logic type | count (synthesis) |
|---|---|
| multiplexers | 10 |
| buffers and inverters | 1 |
Power and IR drop assume default switching activity.
