<file path="flow/design.v">
`timescale 1ns / 1ps
module corriente_display2(In,out1,out2,up,down,clk,reset);
input up, down, clk, reset;
input [2:0] In;
output reg [9:0] out1;
output reg [9:0] out2;
always @(posedge clk)begin
	if (reset) 
	begin
		out2 <= 10'b0000011110;
		out1 <= 10'b0111110100;
	end
	else if (up) 
		if (out1 == 10'b1111101000)
			out1 <= 10'b0000000000;
		else
			out1 <= out1 + 10'b0000010100;
	else if (down)
		if (out1 == 10'b0000000000)
			out1 <= 10'b1111101000;
		else
			out1 <= out1 - 10'b0000010100;	
	else
		case(In)
			3'b000: out2 <= 10'b0000011110; 
			3'b001: out2 <= 10'b0000110010; 
			3'b010: out2 <= 10'b0001001011; 
			3'b011: out2 <= 10'b0001100100; 
			3'b100: out2 <= 10'b0001111101; 
			3'b101: out2 <= 10'b0010010110; 
			3'b110: out2 <= 10'b0010101111; 
			3'b111: out2 <= 10'b0011001000; 
		endcase
end
endmodule
</file>
<file path="flow/run.sh">
#!/bin/bash
# OpenROAD 26Q1-2900-gdf79404cd8, Yosys 0.63+post, stock flow scripts
make -C /OpenROAD-flow-scripts/flow DESIGN_CONFIG=/design/flow/config.mk WORK_HOME=/design/flow/orfs finish
</file>
<file path="flow/config.mk">
export PLATFORM = sky130hd
export DESIGN_NAME = corriente_display2
export DESIGN_NICKNAME = corriente_display2
export VERILOG_FILES = /design/flow/design.v
export SDC_FILE = /design/flow/constraint.sdc
export NUM_CORES = 4
export LEC_CHECK = 1
export CORE_AREA = 10 10 89 89
export DIE_AREA = 0 0 99 99
</file>
<file path="flow/constraint.sdc">
current_design corriente_display2

set clk_period 2.6
set clk_io_pct 0.2

create_clock -name clk0 -period $clk_period [get_ports {clk}]

set non_clock_inputs [all_inputs -no_clocks]
set_input_delay [expr $clk_period * $clk_io_pct] -clock clk0 $non_clock_inputs
set_output_delay [expr $clk_period * $clk_io_pct] -clock clk0 [all_outputs]
</file>
==> summary.txt <==
flow finished, numbers: outcome finished, final reports clean, Detail Route Antenna Nets 0, OpenROAD warning count 32, final slew viol count 0, TritonRoute pass-1 iters 4, post-CTS sizing 0, max_cap viols 0, Tot GR Track Use about 5.7%, setup TNS 0 ps, GRT overflow 0, Cells after Synth about 130, num rows 28, Flops after synth 16, H-tree lvl count 1, Clock Tree Buf Depth 2, CP Max Fanout 10, area share of and-or/or-and cells after synthesis between 20% and 30%, initial DRC count 36, Worst EP arrival 1430 ps, synthesized-area fraction occupied by adder cells 8.93%, Synth logic family AND-OR/OR-AND gates, Avg Vias per Cell 4.23, gpl congestion around 0.9, die height 99 µm, FMAX 512 MHz, pwr dens 527 mW/mm², CTS tree built, Yosys warning count 1, Worst Skew 4.53 ps, initial antenna violation count 0, slowest stage delay, CP ~620 ps, Final Hold Fails 0, clock sinks 16, clk latency late pin 250 ps, initial core utilization about a fifth, Min Hold Slack roughly 460 ps, Synth Area per Inst 8.62 µm², filler cell count approximately 650, Critical Path Start Type register, WL final around 2800 µm, ANT cells 0, via count between 900 and 1000, crit path time final 1950 ps, register area share after synthesis 28.6%, Peak VDD IR 319 µV, vias in the first global route ~900, first-pass GRT wire length 4640 µm, Yosys Instances 130, # hold bufs at CTS 0, # setup viols final 0, Pleak 0.569 nW, area occupied by registers roughly 320 µm², CTS clk-pin slew, worst paths 70 ps, Comb area 676 µm², CP delay by family, top flip-flops, post-synthesis cell area roughly 0.0011 mm², routed len/inst 12.7 µm, synthesis area per yosys 0.00112 mm², Residual DRC 0, proportion of layout cells with a drive suffix above 1 a little under 9%, Setup crit end kind output pin, Setup CP Type register to output pin, Basic Gates by Area 18.8%, chip area a little under 0.01 mm², cts bufs inserted 3, Hold Path Class register to register, largest net degree at the start of global routing 14, port bufs 22, core area approximately 0.006 mm², unique cell type count in the Yosys netlist 38, CP Data Required Time 2080 ps, CP Cell Sequence clkdlybuf4s50_1, Critical-path top delay cell dfxtp_1, total chip power 0.744 mW, Root Driver clkbuf_8, post-CTS setup buffers 0, P&R area growth vs syn 25.8%, RSZ-0062 raised after global routing false, Die X 99 µm, Tcrit/Tclk final 75.2%, Crit path buffers/inverters 1, Mux area share 2.68%, XOR/XNOR Area Share 3.13%, num ports 27, Detail Placement HPWL between 2000 and 2500 µm
-- synthesized netlist by cell type --
master | n | area [µm²]
nor4_4 | 1 | 21.3
mux2i_1 | 3 | 30.0
o211ai_1 | 2 | 15.0
o21ai_1 | 2 | 10.0
a31oi_1 | 5 | 31.3
a221o_1 | 2 | 20.0
a41oi_1 | 1 | 8.76
nand4_2 | 1 | 12.5
nand2_1 | 11 | 41.3
nand2b_1 | 6 | 37.5
xnor2_1 | 3 | 26.3
nor2_1 | 5 | 18.8
o21ai_0 | 9 | 45.0
a21o_1 | 2 | 15.0
a2111oi_2 | 2 | 30.0
buf_4 | 6 | 45.0
o21a_4 | 1 | 15.0
a31o_1 | 2 | 17.5
inv_2 | 1 | 3.75
buf_2 | 1 | 5.00
xor2_1 | 1 | 8.76
dfxtp_1 | 16 | 320
nor2_4 | 1 | 11.3
o2111ai_1 | 1 | 8.76
clkbuf_1 | 1 | 3.75
nand3_1 | 6 | 30.0
a221oi_2 | 1 | 15.0
nor4_1 | 1 | 6.26
inv_1 | 9 | 33.8
or3_1 | 1 | 6.26
nand3b_1 | 2 | 15.0
ha_1 | 8 | 100
buf_6 | 4 | 45.0
conb_1 | 1 | 3.75
a311oi_1 | 1 | 8.76
a211oi_1 | 2 | 15.0
a21oi_1 | 6 | 30.0
nor3_1 | 2 | 10.0
-- final cells by class --
type / count / area share (%)
clock buffer: 4 / 3.90
inverter: 10 / 2.66
multi-input combinational: 95 / 47.9
sequential: 16 / 22.7
tap: 75 / 6.65
timing repair buffer: 23 / 16.1
-- cells by family after synthesis --
kind of cell	count (synthesis)
compound gates	39
xor+xnor	4
fa+ha+maj	8
buf+inv	22
flops	16
mux	3
other cells	1
simple gates	37
-- per-layer routing --
metal	GRT usage (%)	vias to the layer above	share of wire, %
met4	0.441	0	0.64
met1	7.65	420	48
li1	-	492	-
met5	0	-	0
met2	8.67	29	43
met3	2.26	2	7.9
-- final timing paths --
path	start	to	slack, ps	depth (start not counted)
max	out1[6]$_SDFFE_PP1N_	out1[6]	650	1
min reg2reg	out2[7]$_SDFFE_PP0P_	out2[7]$_SDFFE_PP0P_	460	2
max reg2reg	out1[6]$_SDFFE_PP1N_	out1[5]$_SDFFE_PP1N_	900	4
min	out2[7]$_SDFFE_PP0P_	out2[7]$_SDFFE_PP0P_	460	2
-- flip-flops by register name (all words and copies together), names as in the netlist --
register  cells
out1          8
out2          8
-- cell usage in the layout (no fill, tap or decap), types with 5 or more instances in the layout --
cell | Yosys | final
a31oi_1 | 5 | 5
nor2_1 | 5 | 5
nand2b_1 | 6 | 6
o21ai_0 | 9 | 9
clkdlybuf4s50_1 | 0 | 22
nand2_1 | 11 | 11
nand3_1 | 6 | 6
dfxtp_1 | 16 | 16
a21oi_1 | 6 | 6
inv_1 | 9 | 9
ha_1 | 8 | 8
-- through the flow --
| stage | cells | utilization [%] | area, µm² | worst slack (ps) |
|---|---|---|---|---|
| global route | 223 | 23.5 | 1410 | 539 |
| detailed placement | 219 | 22.6 | 1360 | 444 |
| global placement | 219 | 22.6 | 1360 | 462 |
| floorplan | 133 | - | 1130 | 1140 |
| finish | 223 | 23.5 | 1410 | 646 |
| CTS | 223 | 23.5 | 1410 | 630 |
-- report_power, final --
group	switching, mW	internal, mW	total (mW)
sequential	0.0496	0.270	0.319
clock	0.0922	0.134	0.227
combinational	0.0873	0.111	0.198
total	0.229	0.515	0.744
Power is estimated from default activity; no workload was simulated.
