### flow/design.v
`timescale 1ns / 1ps
module MaquinotaDisplay(clk,reset,salidaDisplay1,salidaDisplay2,salidaDisplay3,salidaDisplay4,ANOD,CAT);
	input clk,reset; 
	input [7:0] salidaDisplay1;
	input [7:0] salidaDisplay2;
	input [7:0] salidaDisplay3;
	input [7:0] salidaDisplay4;
	parameter estado1 = 2'b00;
   parameter estado2 = 2'b01;
   parameter estado3 = 2'b10;
   parameter estado4 = 2'b11;
	output reg [3:0] ANOD;
	output reg [7:0] CAT;
	reg [1:0] state = estado1;
	reg [7:0] contador = 0;
   always@(posedge clk)
      if (reset) begin
         state <= estado1;
      end
      else
         case (state)
            estado1 : begin
               if (contador == 8'b01100100)
                  state <= estado2;
               else
                  state <= estado1;
						contador = contador + 1'b1;
						ANOD[0]=0;
						ANOD[1]=1;
						ANOD[2]=1;
						ANOD[3]=1;
						CAT = salidaDisplay4;
            end
            estado2 : begin
               if (contador == 8'b00000001)
                  state <= estado3;
               else
                  state <= estado2;
						contador = contador - 1'b1;
						ANOD[0]=1;
						ANOD[1]=0;
						ANOD[2]=1;
						ANOD[3]=1;
						CAT = salidaDisplay3;
            end
            estado3 : begin
               if (contador == 8'b01100100)
                  state <= estado4;
               else
                  state <= estado3;
						contador = contador + 1'b1;
						ANOD[0]=1;
						ANOD[1]=1;
						ANOD[2]=0;
						ANOD[3]=1;
						CAT = salidaDisplay2;
            end
            estado4 : begin
               if (contador == 8'b00000001)
                  state <= estado1;
               else
                  state <= estado4;
						contador = contador - 1'b1;
						ANOD[0]=1;
						ANOD[1]=1;
						ANOD[2]=1;
						ANOD[3]=0;
						CAT = salidaDisplay1;
            end
         endcase
endmodule
### flow/constraint.sdc
current_design MaquinotaDisplay

set clk_period 2.5
set clk_io_pct 0.2

create_clock -name clk0 -period $clk_period [get_ports {clk}]

set non_clock_inputs [all_inputs -no_clocks]
set_input_delay [expr $clk_period * $clk_io_pct] -clock clk0 $non_clock_inputs
set_output_delay [expr $clk_period * $clk_io_pct] -clock clk0 [all_outputs]
### flow/config.mk
export PLATFORM = sky130hd
export DESIGN_NAME = MaquinotaDisplay
export DESIGN_NICKNAME = MaquinotaDisplay
export VERILOG_FILES = /design/flow/design.v
export SDC_FILE = /design/flow/constraint.sdc
export NUM_CORES = 4
export LEC_CHECK = 1
export CORE_UTILIZATION = 30
### flow/run.sh
#!/bin/bash
# OpenROAD 26Q1-2900-gdf79404cd8, Yosys 0.63+post, stock flow scripts
make -C /OpenROAD-flow-scripts/flow DESIGN_CONFIG=/design/flow/config.mk WORK_HOME=/design/flow/orfs finish
==> highlights.md <==
• 71.4% — Final Cycle Share
• 1160 sq um — synthesized cell area
• false — unrepaired setup endpoints after global routing
• 27 — warning total across the stage logs
• 1160 sq um — total cell area reported by yosys after synthesis
• 0 — final-report hold violation count
• reg -> reg — Setup CP Type
• 0.578 ns — transition at the pin with the smallest max-transition slack
• 14.8 sq um — Syn Area/Cell
• 0 — residual antenna-violating net count after detailed routing
• 740 — via count of the first global-routing pass
• 173 — final cell count without fillers
• sky130_fd_sc_hd__clkbuf_8 — buffer type at the clock tree root
• sky130_fd_sc_hd__edfxtp_1 — area leader, netlist
• 22 — total number of clock tree sinks
• 47.2% — area added between synthesis and finish
• 0 ns — Sum Neg Setup Slack
• 64.1 um — Die Span Y
• 0 — antenna cell count
• 4110 sq um — floorplan die area
• 194 um — met3 wire length
• 64.1 um — Die Wd
• 288 uV — maximum vdd drop
• 7 — initial DRC count
• 0.801 — Routability Congestion
• 169 — Cell Count Post-Placement
• 29 — synth unique cells
• 2.51 ns — required arrival time at the worst endpoint
• 1.66 mm — Detail Placement HPWL
• 4 — first-pass detailed-route iteration total
• 22 — largest net degree at the start of global routing
• 78 — Gate Count Post-Synth
• 0 — number of antenna violations at the first check in global routing
• 784 uW — final total power
• 4.47 — vias per cell
• 3690 sq um — Std-Cell Core Area
• 1 — yosys synthesis warning count
• 1.78 ns — crit path time final
• 31.3% — core utilization before placement
• 0 — DRC violation count after routing
• 12.7 um — post-detailed-route wirelength per cell
• 2 — Clock Path Buffers
• 461 nW/um^2 — power density normalized to cell area
• 22 — number of core rows
• 51.9% — area share of the largest cell type after synthesis
• sky130_fd_sc_hd__edfxtp_1, sky130_fd_sc_hd__mux4_2, sky130_fd_sc_hd__dfxtp_1 — cells taking the most area after synthesis
• 3.57 mm — first-pass GRT wire length
• 55.4% — sequential share of the synthesized area
• 1700 sq um — Design Area, Final
• 0.25 ns — clock latency reported for the late side of the worst-skew pair
• 0 — Slew Viols, Final
• finished clean — run status
• built — CTS tree
• flop — kind of end point of the critical path
• 1.06 mm — Routed met1 length
• 11.8% — total routing resource utilization after global routing
• 14.4% — share of layout cells above drive strength 1
• flop — startpoint type of the worst setup path
• 0 — Gates resized, CTS repair
• 22 — Registers, synthesis
• 78 — number of standard cells reported by yosys
• 1 — count of H-tree levels built during CTS
• 3 — TritonCTS buffer count
• 2.20 mm — routed wire length
• 0.00526 ns — Setup Skew
• 0.561 GHz — maximum achievable frequency
• 46.1% — final core area utilization
• 1.79 ns — data arrival time of the critical path
• 773 — via count
• 61.4% — Max transition margin
• 0 — number of buffers added to fix hold violations after cts
• 0 — MaxCap Viol Count
• 45 — count of port buffers added during placement
• 333 — number of filler instances in the final layout
• 0 — number of setup violations in the final report
• 1660 sq um — placed cell area
• 0.583 nW — leakage power figure
• 0 — Remaining Overflow, GRT
• 926 um — WL met2
• 0.07 ns — Clock Pin Slew Worst Setup and Hold Paths
• 46 — I/O pin count
• 0 — number of setup buffers added after CTS
• met4 — topmost layer with routed signal wires
• 8 — worst-path fanout max
• reg -> reg — kind of path behind the tightest hold check
-- layer usage --
metal / GRT usage (%) / up-vias
met5: 0 / -
met4: 1.99 / 0
met3: 2.17 / 2
met2: 17.4 / 32
met1: 19.7 / 351
li1: - / 388
-- worst max-delay path: stages (launching register included) --
cell	delay (ns)
sky130_fd_sc_hd__edfxtp_1	0.51
sky130_fd_sc_hd__or3_2	0.48
sky130_fd_sc_hd__o22ai_1	0.25
sky130_fd_sc_hd__o21ai_0	0.15
sky130_fd_sc_hd__xnor2_1	0.14
-- synthesized netlist by cell type --
| master | n |
|---|---|
| sky130_fd_sc_hd__or2_2 | 1 |
| sky130_fd_sc_hd__o21ai_0 | 1 |
| sky130_fd_sc_hd__a41oi_1 | 1 |
| sky130_fd_sc_hd__o31ai_1 | 1 |
| sky130_fd_sc_hd__o22ai_1 | 2 |
| sky130_fd_sc_hd__nor2_1 | 2 |
| sky130_fd_sc_hd__nor4_4 | 1 |
| sky130_fd_sc_hd__edfxtp_1 | 20 |
| sky130_fd_sc_hd__buf_2 | 2 |
| sky130_fd_sc_hd__ha_1 | 3 |
| sky130_fd_sc_hd__nand2_1 | 5 |
| sky130_fd_sc_hd__clkbuf_1 | 1 |
| sky130_fd_sc_hd__or3_2 | 1 |
| sky130_fd_sc_hd__nor3b_1 | 1 |
| sky130_fd_sc_hd__buf_6 | 1 |
| sky130_fd_sc_hd__nor2b_1 | 1 |
| sky130_fd_sc_hd__nor3_1 | 2 |
| sky130_fd_sc_hd__or3b_2 | 1 |
| sky130_fd_sc_hd__xnor2_1 | 4 |
| sky130_fd_sc_hd__mux4_2 | 8 |
| sky130_fd_sc_hd__inv_1 | 5 |
| sky130_fd_sc_hd__nand3b_1 | 1 |
| sky130_fd_sc_hd__nand2b_1 | 2 |
| sky130_fd_sc_hd__xor2_1 | 4 |
| sky130_fd_sc_hd__nand3_1 | 2 |
| sky130_fd_sc_hd__a21oi_1 | 1 |
| sky130_fd_sc_hd__mux2i_1 | 1 |
| sky130_fd_sc_hd__dfxtp_1 | 2 |
| sky130_fd_sc_hd__or4_4 | 1 |
-- path summary, 6_finish.rpt --
kind,to,cells after the start,from,slack (ns)
max,contador[7],4,contador[2],0.72
min,contador[0],1,contador[0],0.66
max reg2reg,contador[7],4,contador[2],0.72
min reg2reg,contador[0],1,contador[0],0.66
-- metrics by stage --
stage	worst slack, ns	hold WS (ns)
6_report	0.716	0.657
5_1_grt	0.592	0.712
4_1_cts	0.716	0.661
3_5_place_dp	0.724	0.641
3_3_place_gp	0.771	0.643
2_1_floorplan	0.834	0.572
-- kinds of logic (layout without fill, tap and decap cells) --
family	after synthesis	in the layout	synth area share (%)
DFF	22	22	55.4
and+or+nand+nor	21	21	11.7
muxes	9	9	16.5
buffers and inverters	9	56	3.79
xor gates and xnor gates	8	8	6.06
AOI/OAI and AO/OA	6	6	3.35
adders and majority gates	3	3	3.25
-- cell usage in the layout, fill, tap and decap left out, drive strengths merged, types with 3 or more instances in the layout --
cell           instances
nand2                  5
clkbuf                 4
mux4                   8
xor2                   4
ha                     3
xnor2                  4
clkdlybuf4s50         45
inv                    5
edfxtp                20
-- area by class of cell --
type                       instances  area, sq um  share of cell area, %
multi-input combinational         47          472                   27.7
sequential                        22          641                   37.6
tap                               48         60.1                   3.53
timing repair buffer              47          465                   27.4
inverter                           5         18.8                   1.10
clock buffer                       4         45.0                   2.65
-- registers in the layout, summed over array words and instances, names as in the netlist --
signal / flops
ANOD: 4
CAT: 8
contador: 8
state: 2
-- where the power goes --
part / total (mW) / leakage, nW / switching (mW) / internal, mW
Sequential: 0.451 / 0.203 / 0.0221 / 0.429
Clock: 0.213 / 0.0228 / 0.100 / 0.113
Combinational: 0.120 / 0.356 / 0.0333 / 0.0863
Power is estimated from default activity; no workload was simulated.
